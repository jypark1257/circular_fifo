File: flow/config.mk
export PLATFORM = sky130hd
export DESIGN_NAME = fifo
export DESIGN_NICKNAME = fifo
export VERILOG_FILES = /design/flow/design.v
export SDC_FILE = /design/flow/constraint.sdc
export NUM_CORES = 4
export LEC_CHECK = 1
export CORE_UTILIZATION = 50
File: flow/constraint.sdc
current_design fifo

set clk_period 8.3
set clk_io_pct 0.2

create_clock -name clk0 -period $clk_period [get_ports {clk_i}]

set non_clock_inputs [all_inputs -no_clocks]
set_input_delay [expr $clk_period * $clk_io_pct] -clock clk0 $non_clock_inputs
set_output_delay [expr $clk_period * $clk_io_pct] -clock clk0 [all_outputs]
File: flow/design.v
module fifo #(
    parameter XLEN = 32,
    parameter FIFO_SIZE = 4
) (
    input                           clk_i,
    input                           rst_ni,
    input                           flush_en_i,
    input                           push_en_i,
    input           [XLEN-1:0]      data_i,
    input                           pop_en_i,
    output  logic   [XLEN-1:0]      data_o,
    output  logic                   full_o,
    output  logic                   empty_o
);
    logic [1:0][15:0] fifo_buffer_q[FIFO_SIZE];
    logic [1:0] valid_q[FIFO_SIZE];
    logic [1:0][15:0] fifo_buffer_d[FIFO_SIZE];
    logic [1:0] valid_d[FIFO_SIZE];
    logic [XLEN-1:0] data_q;
    logic [XLEN-1:0] data_d;
    logic [$clog2(FIFO_SIZE)-1:0] write_ptr;
    logic [$clog2(FIFO_SIZE)-1:0] read_ptr;
    always_ff @(posedge clk_i or negedge rst_ni) begin
        if (~rst_ni) begin
            write_ptr <= '0;
        end else begin
            if (flush_en_i) begin
                write_ptr <= '0;
            end else begin
                case ({push_en_i, pop_en_i})
                    2'b01: begin
                        write_ptr <= write_ptr;
                    end
                    2'b10: begin
                        if (write_ptr == FIFO_SIZE - 1) begin
                            write_ptr <= '0;  
                        end else begin
                            write_ptr <= write_ptr + 1;
                        end
                    end
                    default: begin
                        write_ptr <= write_ptr;
                    end
                endcase
            end
        end
    end
    always_ff @(posedge clk_i or negedge rst_ni) begin
        if (~rst_ni) begin
            read_ptr <= '0;
        end else begin
            if (flush_en_i) begin
                read_ptr <= '0;
            end else begin
                case ({push_en_i, pop_en_i})
                    2'b01: begin
                        if (read_ptr == FIFO_SIZE - 1) begin
                            read_ptr <= '0;  
                        end else begin
                            read_ptr <= read_ptr + 1;
                        end
                    end
                    2'b10: begin
                        read_ptr <= read_ptr;
                    end
                    default: begin
                        read_ptr <= read_ptr;
                    end
                endcase
            end
        end
    end
    always_ff @(posedge clk_i or negedge rst_ni) begin
        if (~rst_ni) begin
            for (int i = 0; i < FIFO_SIZE; i++) begin
                fifo_buffer_q[i] <= '0;
                valid_q[i] <= '0;
            end
        end else begin
            if (flush_en_i) begin
                for (int i = 0; i < FIFO_SIZE; i++) begin
                    fifo_buffer_q[i] <= '0;
                    valid_q[i] <= '0;
                end
            end else begin
                for (int i = 0; i < FIFO_SIZE; i++) begin
                    fifo_buffer_q[i] <= fifo_buffer_d[i];
                    valid_q[i] <= valid_d[i];
                end
            end
        end
    end
    always @(*) begin
        data_d = '0;  
        for (int i = 0; i < FIFO_SIZE; i++) begin
            fifo_buffer_d[i] = fifo_buffer_q[i];
            valid_d[i] = valid_q[i];
        end
        if (flush_en_i) begin
            for (int i = 0; i < FIFO_SIZE; i++) begin
                fifo_buffer_d[i] = '0;
                valid_d[i] = '0;
            end
        end else begin
            case ({push_en_i, pop_en_i})
                2'b01: begin
                    if (!empty_o) begin
                        data_d = {fifo_buffer_q[read_ptr][1], fifo_buffer_q[read_ptr][0]};
                        valid_d[read_ptr][1] = '0;
                        valid_d[read_ptr][0] = '0;
                    end
                end
                2'b10: begin
                    if (!full_o) begin
                        fifo_buffer_d[write_ptr][1] = data_i[XLEN-1:16];
                        fifo_buffer_d[write_ptr][0] = data_i[15:0];
                        valid_d[write_ptr][1] = 1'b1;
                        valid_d[write_ptr][0] = 1'b1;
                    end
                end
                2'b11: begin
                    data_d = data_i;  
                end
                default: begin
                    for (int i = 0; i < FIFO_SIZE; i++) begin
                        fifo_buffer_d[i] = fifo_buffer_q[i];
                        valid_d[i] = valid_q[i];
                    end
                end
            endcase
        end
    end
    always_ff @(posedge clk_i or negedge rst_ni) begin
        if (~rst_ni) begin
            data_q <= '0;
        end else begin
            data_q <= data_d;
        end
    end
    assign data_o = data_q;
    assign full_o = (valid_q[write_ptr] != 2'b00);  
    assign empty_o = (valid_q[read_ptr] == 2'b00);  
endmodule
File: flow/run.sh
#!/bin/bash
# OpenROAD 26Q1-2900-gdf79404cd8, Yosys 0.63+post, stock flow scripts
make -C /OpenROAD-flow-scripts/flow DESIGN_CONFIG=/design/flow/config.mk WORK_HOME=/design/flow/orfs finish
==> impl_metrics.py <==
# Metrics from the implementation run
metrics = {
    "clocking": {
        "ctsResizeCount": 0,
        "cts_hold_buf": 0,
        "post-cts-setup-buffers": 0,
        "clk_latency_ns": 0.42,
        "clock-root-buffer": "clkbuf_16",
        "tritoncts": "built",
        "clock_path_buffers": 2,
        "clkTransAtPathRegs_ns": 0.06,
        "cts_buffers": 17,
        "cts.htree.levels": 4,
        "clock-sinks": 168,
    },
    "power_and_ir_drop": {
        "p_leak_nw": 3.93,
        "comb_power_share_pct": 9.5,
        "p_sw_uw": 452,
        "p_int_mw": 1.41,
        "p_total_mw": 1.86,
        "seqPwrFrac_pct": 45.4,
        "power_density_mw_per_mm2": 196,
        "power_frac_clock_pct": 45.2,
        "ir_drop_mv": 0.149,
        "p_sw_share_pct": 24.3,
    },
    "critical_path": {
        "cp-startpoint": "read_ptr[0]",
        "startpoint_type": "register",
        "critPathKind": "register to primary output",
        "worstPathRequired_ns": 6.64,
        "cp-end-kind": "primary output",
        "arrival_ns": 2.59,
        "r2r_end": "fifo_buffer_q[1][27]",
        "r2r_setup_slack_ns": 4.78,
        "rr_worst_depth": 8,
        "timing.rr.start": "write_ptr[0]",
        "crit_path_max_fanout": 67,
    },
    "synthesis": {
        "avgSynthCellArea_um2": 9.33,
        "yosys-stat-cells": 864,
        "synth.top_cell.area_share_pct": 52.1,
        "ys_sh_adder_pct": 2.17,
        "syn_area_mm2": 0.00806,
        "muxShareOfSynthArea_pct": 0.124,
        "yosys_warnings": 5,
        "ys_ff": 168,
        "ys_sh_aoi_pct": 24.8,
        "ys.flop_type": "dfrtp_1",
        "ys_area_mm2": 0.00806,
        "synth-edff-count": 0,
        "syn_inst": 864,
        "synth.most_common_cell": "dfrtp_1",
        "synth.distinct_cells": 26,
        "xor_share_pct": 0.109,
        "async_flop_share_pct": 100,
        "netlist_logic_family_top": "AND-OR/OR-AND gates",
        "yosys.area_share.simple_pct": 16.3,
        "top_area_cell": "dfrtp_1",
        "synth.top_cells.by_area": "dfrtp_1 52%, o21ai_1 7.6%, nor2b_1 7.6%",
        "yosysSeqAreaShare_pct": 52.1,
        "yosys-top-cells-count": "168 x dfrtp_1, 123 x o21ai_1, 107 x nand2_1",
    },
    "placed_design": {
        "placed_area_mm2": 0.00887,
        "dp.final_hpwl_um": 11700,
        "portBuffers": 70,
        "place_congestion": 0.844,
    },
    "cells_and_area": {
        "drive_gt1_share_pct": 6.20,
        "layout-area-overhead-vs-synth_pct": 17.8,
        "postLayoutCellArea_mm2": 0.00950,
    },
    "route": {
        "first_pass_iters": 5,
        "drt_wl_total_um": 21300,
        "wire_per_inst_um": 19.1,
        "num_vias": 6667,
        "ant_nets": 0,
        "diodes": 0,
        "drt_iter0_drc": 737,
        "drc": 0,
        "vias_per_cell": 5.96,
    },
    "floorplanning": {
        "fp.dieH_um": 129,
        "core_mm2": 0.0158,
        "fp_util_pct": 50.9,
        "dieArea_mm2": 0.0166,
        "dieWidth_um": 129,
        "num_rows": 46,
        "io_pins": 71,
    },
    "final_timing": {
        "tns_ns": 0,
        "finalSetupViolCount": 0,
        "fin_crit_sh_pct": 51.3,
        "rsz0062_at_grt": "no",
        "drv_slew": 0,
        "fin_crit_ns": 4.25,
        "timing.hold.ws_ns": 0.522,
        "hold_viol_final": 0,
        "slew_headroom_pct": 45.6,
        "fmax_ghz": 0.235,
        "tightestPinTransition_ns": 0.814,
        "fin_worst_skew_ns": 0.00559,
    },
    "worst_hold_path": {
        "hold_depth": 2,
        "min_to": "fifo_buffer_q[0][30]",
        "hold_path_class": "register to register",
        "min_from": "fifo_buffer_q[0][30]",
    },
    "flow_run": {
        "warning_count": 37,
        "cap_violations": 0,
    },
    "global_route": {
        "grt_pass1_wl_um": 34800,
        "grt_pass1_vias": 6575,
        "gr-total-overflow": 0,
        "grt_max_degree": 87,
        "antenna_found_initial": 0,
        "grt_usage_pct": 28.4,
    },
    "outcome": {
        "status": "completed",
    },
}
## area by class of cell
class | count | area (um2)
Fill cell | 1310 | 6330
Sequential cell | 168 | 4200
Multi-Input combinational cell | 607 | 3530
Timing Repair Buffer | 89 | 842
Clock buffer | 19 | 453
Tap cell | 216 | 270
Clock inverter | 12 | 173
Inverter | 8 | 30.0
## layout by cell type, fill, tap and decap left out
cell type and n:
nand2b_1 34, nor2b_1 98, inv_1 8, buf_6 1
clkbuf_16 17, or2_1 3, buf_4 20, ha_1 13
and2b_1 1, a22o_1 33, nor2_2 1, dfrtp_1 168
a221oi_1 3, mux2i_1 1, clkinv_2 4, nor2_1 6
nand2_1 107, a21oi_4 1, clkinvlp_4 2, o32a_1 3
ha_2 1, a22oi_1 2, bufinv_16 4, xnor2_1 1
o21ai_1 123, a21oi_1 37, or3_1 3, clkbuf_8 2
clkdlybuf4s50_1 68, nor3_4 1, a222oi_1 32, o21ai_0 102
inv_6 2, and2_1 1
## metrics by stage
stage | utilization [%] | std cells | setup WS (ns)
finish | 60.0 | 1119 | 4.05
global placement | 56.1 | 1088 | 4.24
detailed placement | 56.1 | 1088 | 4.21
CTS | 60.0 | 1119 | 4.02
floorplan | - | 864 | 5.13
global route | 60.0 | 1119 | 3.88
## power by group through the flow
stage	logic (mW)	clock network, mW	registers, mW
after CTS	0.177	0.853	0.843
after global routing	0.196	0.887	0.845
final	0.176	0.840	0.844
## critical path, cell delays in order, from the launching register on
cell and delay (ns):
dfrtp_1 0.44, inv_1 0.17, ha_2 0.18, buf_4 0.52
a22o_1 0.36, clkdlybuf4s50_1 0.49
## layer usage
layer / GRT usage [%] / part of all wire [%]
met1: 44.4 / 45
met2: 44.8 / 49
met3: 5.76 / 5.7
met4: 3.11 / 0.89
met5: 0 / 0
## worst max-delay path by stage
stage             end  slack, ns  cells after the start
CTS           empty_o       4.02                      5
global route  empty_o       3.88                      5
finish        empty_o       4.05                      5
## sequential cells by signal, indices dropped and copies added (netlist names)
| register | cells |
|---|---|
| read_ptr | 2 |
| write_ptr | 2 |
| fifo_buffer_q | 128 |
| data_q | 32 |
| valid_q | 4 |
## cell families after synthesis
logic type,count (synthesis)
compound gates,336
fa+ha+maj,14
xor+xnor,1
mux,1
flops,168
simple gates,255
buf+inv,89
Power is estimated from default activity; no workload was simulated.
